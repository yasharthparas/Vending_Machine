**run.sh**
```bash
#!/bin/bash
# OpenROAD 26Q1-2900-gdf79404cd8, Yosys 0.63+post, stock flow scripts
make -C /OpenROAD-flow-scripts/flow DESIGN_CONFIG=/design/flow/config.mk WORK_HOME=/design/flow/orfs finish
```
**design.v**
```verilog
module vending_machine(
  input clk,
  input rst,
  input [2:0]in,  
  output reg out,
  output reg[2:0] change
);
  parameter s0 = 3'b000;
  parameter s1 = 3'b001;
  parameter s2 = 3'b010;
  parameter s3 = 3'b011;
  parameter s4 = 3'b100;
	reg[2:0] c_state,n_state;
	always@ (posedge clk)
	begin
        if(rst == 1)
            begin
                c_state <= 0;
                change <= 3'b000;
                out<=0;
            end
        else
            c_state <= n_state;
        case(c_state)
            s0:begin 
                case(in)
                0:begin
                    out<=0;   
                    change<='b000;   
                end
                1:begin
                    out<=0;   
                    change<='b000;   
                end
                2:begin
                    out<=0;   
                    change<='b000;   
                end
                3:begin
                    out<=0;   
                    change<='b000;   
                end
                4:begin
                    out<=0;   
                    change<='b000;   
                end
            endcase
        end
        s1:begin 
            case(in)
                0:begin
                    out<=0;   
                    change<='b001;   
                end
                1:begin
                    out<=0;   
                    change<='b000;   
                end
                2:begin
                    out<=0;   
                    change<='b000;   
                end
                3:begin
                    out<=0;   
                    change<='b000;   
                end
                4:begin
                    out<=1;   
                    change<='b000;   
                end
            endcase
        end
        s2:begin 
            case(in)
                0:begin
                    out=0;   
                    change='b010;   
                end
                1:begin
                    out=0;   
                    change='b000;   
                end
                2:begin
                    out=0;   
                    change='b000;   
                end
                3:begin
                    out=1;   
                    change='b000;  
                end
                4:begin
                    out=1;   
                    change='b001;   
                end
            endcase
        end
        s3:begin 
            case(in)
                0:begin
                    out=0;   
                    change='b011;   
                end
                1:begin
                    out=0;   
                    change='b000;   
                end
                2:begin
                    out=1;   
                    change='b000;   
                end
                3:begin
                    out=1;  
                    change='b001;  
                end
                4:begin
                    out=1;   
                    change='b010;   
                end
            endcase
        end
        s4:begin 
            case(in)
                0:begin
                    out=0;   
                    change='b100;   
                end
                1:begin
                    out=1;   
                    change='b000;   
                end
                2:begin
                    out=1;   
                    change='b001;   
                end
                3:begin
                    out=1;   
                    change='b010;   
                end
                4:begin
                    out=1;   
                    change='b011;   
                end
            endcase
        end
            default:c_state<=s0;
    endcase
    end
    always @(in or c_state) begin
        n_state=0;
        case(c_state)
            s0:begin
                case(in)
                    0:n_state=s0;
                    1:n_state=s1;
                    2:n_state=s2;
                    3:n_state=s3;
                    4:n_state=s4;
                    default:n_state=s0;
                endcase
            end
            s1:begin
                case(in)
                    0:n_state=s1;
                    1:n_state=s2;
                    2:n_state=s3;
                    3:n_state=s4;
                    4:n_state=s0;
                    default:n_state=s1;
                endcase
            end
            s2:begin
                case(in)
                    0:n_state=s2;
                    1:n_state=s3;
                    2:n_state=s4;
                    3:n_state=s0;
                    4:n_state=s0;
                    default:n_state=s2;
                endcase
            end
            s3:begin
                case(in)
                    0:n_state=s3;
                    1:n_state=s4;
                    2:n_state=s0;
                    3:n_state=s0;
                    4:n_state=s0;
                    default:n_state=s3;
                endcase
            end
            s4:begin
                n_state=s0;
            end
            default:n_state=s0;
        endcase
    end
endmodule
```
**config.mk**
```make
export PLATFORM = sky130hd
export DESIGN_NAME = vending_machine
export DESIGN_NICKNAME = vending_machine
export VERILOG_FILES = /design/flow/design.v
export SDC_FILE = /design/flow/constraint.sdc
export NUM_CORES = 4
export LEC_CHECK = 1
export CORE_AREA = 10 10 70 70
export DIE_AREA = 0 0 80 80
```
**constraint.sdc**
```tcl
current_design vending_machine

set clk_period 1.6
set clk_io_pct 0.2

create_clock -name clk0 -period $clk_period [get_ports {clk}]

set non_clock_inputs [all_inputs -no_clocks]
set_input_delay [expr $clk_period * $clk_io_pct] -clock clk0 $non_clock_inputs
set_output_delay [expr $clk_period * $clk_io_pct] -clock clk0 [all_outputs]
```
==> notes.md <==
Implementation progress

The flow ran to the end, and the final reports show no timing, DRC or antenna violations. The number of cells reported by Yosys stat comes to 64. The root buffer cell chosen for the clock tree is clkbuf_4. Timing analysis after detailed placement gives a worst setup slack of -0.150 ns. The worst register-to-register path ends at change[0].

The total grt overflow stands at 0. The number of core rows stands at 21. Setup repair after global routing left no endpoint under its margin. The number of port buffers stands at 8. Across the VDD grid, the largest voltage drop is 0.000176 V. The required time reported for the critical path endpoint stands at 1.58 ns. Counting along the longest clock path gives a buffer depth of 2. The share of synthesized area occupied by flip-flops and latches stands at 32.1%. The total power stands at 493 uW. The tool flagged a number of max-cap violations equal to 0.

The number of max-slew violations in the final report stands at 0. Measured against its own limit, the worst slew margin works out to 75.5%. The top-level I/O count stands at 9. The cell count after synthesis stands at 64. The number of cells on the worst hold path stands at 3. The synthesis report gives the async set-or-reset register share as 0%. Summing every instance area after synthesis gives 561 sq um. The chip area from the yosys synthesis statistics stands at 561 sq um. The number of sinks on the clock net stands at 7.

Yosys reports that the leading cell type by area covers 21.4% of the netlist area. The worst setup path is captured at a register. On the final layout, the worst hold slack is 0.752 ns.

The synthesis stats list as the most numerous cell o21ai_0. By area the synthesized netlist is led by edfxtp_1 21%, dfxtp_1 11%, a31oi_1 5.6%. The detail route stage leaves a number of antenna-violating nets equal to 0. In the synthesized netlist, the cells that appear most often are 6 x o21ai_0, 5 x a31oi_1, 4 x buf_2, 4 x edfxtp_1, 4 x nor2_1. The data arrival time of the worst path stands at 1.46 ns.

The worst setup path is launched from an input pin. Hold analysis lists the worst path endpoint as c_state[1]. After detailed routing, the number of remaining DRC violations is 0.

The count of buffer and inverter cells on the critical path stands at 1. The clock buffer count from CTS stands at 3. The via count of the first global-routing pass is 445. The largest total area in the synthesized netlist belongs to edfxtp_1.

The proportion of power drawn by combinational gates stands at 24.1%. Listed in order, past its start point the critical path passes clkdlybuf4s50_1 -> or2_2 -> o21ai_0 -> a31oi_1. For reference, the final report shows the hold violation count at 0. STA reports a reg2reg setup slack of 0.19 ns. The post-route minimum period stands at 1.48 ns. Once routing completed, OpenROAD measured the worst setup slack at 0.117 ns.

The internal power of the cells totals 369 uW. In this run the number of cells on the critical path is 4. Looking at the post-CTS report, the setup buffer insertion count equals 0.

The synthesis stat section lists a flop and latch total of 7. Entering global routing, the biggest net connects 12 pins. The average detailed-routed wire length per instance stands at 9.53 um.

Counting flops with a built-in enable in the synthesized netlist gives 4. The power density of the placed cells stands at 651 mW/mm^2. The area growth from synthesis to layout stands at 35.0%. The critical path is of the input pin to register type. The report puts the hold buffer count at CTS at 0. On the final layout, the worst clock skew is 0.00487 ns. The iteration count recorded for the first detailed-route pass is 3. The count of tool warnings stands at 25. The number of distinct library cells after synthesis stands at 32.

The delay of the slowest cell on the worst path stands at 0.53 ns. The number of antenna violations at the first check in global routing is 0. Looking at the clock tree report, the H-tree level count equals 1. The number of warning messages in the yosys log stands at 1. The setup TNS stands at 0 ns. The overall die width stands at 80 um. The depth of the worst register-to-register path stands at 3.

The static leakage stands at 0.000271 uW. Looking at the max-slew report, the worst-margin pin has a slew of 0.367 ns. The synthesized area divided by synthesized cell count stands at 8.76 sq um. The vertical die dimension reported for this design is 80 um. Per the timing report, the most critical flop-to-flop path originates at c_state[1]. The power report puts the net switching power at 124 uW. The maximum fanout along the worst path stands at 8. The number of DRC markers after the initial detailed-route iteration stands at 74. The upper clock frequency limit stands at 0.674 GHz.

The clock network power share stands at 31.4%. The floorplan step defined a core boundary enclosing 0.00342 sq mm. The vias per cell stands at 4.15.

The aggregate global-route resource usage stands at 3.56%. Looking at the worst setup and hold paths, the clock pins of their registers show a slew of 0.05 ns. The wire-length estimate of the detail-placed layout is 970 um. The clock latency at the later pin of the worst-skew pair stands at 0.25 ns. The wire length of the first global-routing pass stands at 1900 um. The via count stands at 523.

The switching fraction of total power stands at 25.1%. Gates resized during post-CTS repair numbered 0. The floorplan step defined a die boundary enclosing 0.00640 sq mm.

TritonCTS built the clock tree. Per the gpl log, the routability congestion estimate is 0.817. The slowest stage of the critical path belongs to the cell clkdlybuf4s50_1.

Sequential cells account for 44.4% of the total power. The end-of-flow timing check tallies setup violations at 0. The effective utilization at floorplan stands at 16.4%.

The fraction of the core area covered by cells at the end of the flow stands at 22.2%. The total wire length after detailed routing stands at 1200 um. Per the synth stats, the flop cell with the highest instance count is edfxtp_1. The startpoint identified for the worst hold timing path is rst. Grouping stages by cell kind, the critical path spends the most delay in buffers and inverters.

The number of diodes added for antenna fixing stands at 0. The combinational gate area stands at 330 sq um. In this run the worst hold path is classified as input pin to register.

The final timing summary puts the cycle share of the worst path at 92.7%. The area taken by sequential standard cells is reported as 180 sq um. The number of filler instances in the final layout stands at 380. Of the cells placed in the final design, the portion with a size suffix greater than 1 is 26.3%.
==> sequential cells by signal (all words and copies together) (netlist names) <==
register  flops
c_state       3
change        3
out           1
==> power groups by stage <==
stage | sequential [uW] | combinational (uW) | clock, uW
6_report | 219 | 119 | 155
4_1_cts | 219 | 120 | 157
5_1_grt | 221 | 131 | 170
==> metal layers <==
metal,track usage (%),routed length (um)
met1,4.46,541
met2,5.62,550
met3,1.93,108
met4,0,0
met5,0,0
==> cells in the final DEF, fill, tap and decap left out, types with 2 or more instances in the layout <==
cell type         n
buf_4            10
clkdlybuf4s50_1   8
o21ai_0           6
a31oi_1           5
nor2_1            4
edfxtp_1          4
nand2b_1          3
nand3_1           3
nand2_1           3
dfxtp_1           3
clkbuf_4          3
inv_1             2
and3b_1           2
o21ai_1           2
and2_1            2
a21oi_2           2
==> layout make-up <==
| class | instances | share of cell area (%) |
|---|---|---|
| Multi-Input combinational cell | 49 | 43.6 |
| Sequential cell | 7 | 23.8 |
| Inverter | 2 | 0.992 |
| Clock buffer | 4 | 3.47 |
| Timing Repair Buffer | 18 | 20.5 |
| Tap cell | 46 | 7.60 |
==> worst min-delay path, stage by stage <==
cell,delay [ns]
clkdlybuf4s50_1,0.48
a211o_1,0.12
a21oi_2,0.03
==> worst max-delay path by stage <==
stage | from | to | slack, ns
4_1_cts | in[0] | change[1] | 0.11
5_1_grt | in[0] | change[2] | 0.002
6_report | in[0] | change[1] | 0.12
==> kinds of logic after synthesis <==
| family | after synthesis | share of synthesized area [%] |
|---|---|---|
| xor+xnor | 1 | 1.56 |
| compound gates | 23 | 28.1 |
| flops | 7 | 32.1 |
| simple gates | 25 | 29.2 |
| buf+inv | 8 | 8.93 |
==> per-stage QoR <==
step | instances | cell area, sq um
final | 126 | 757
after global routing | 126 | 757
after CTS | 126 | 757
after detailed placement | 122 | 731
after global placement | 122 | 731
after floorplan | 64 | 561
Power is estimated from default activity; no workload was simulated.
